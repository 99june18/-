===== design.v =====
module accumulator_systolic(clk, rst, acc_vaild, acc_in, acc_out);
    input clk;
    input rst;
    input [7 : 0] acc_in;  
    input acc_vaild;       
    output [7 : 0] acc_out;  
    reg [7 : 0] acc, acc_n;  
    wire [7 : 0] acc_w;  
    always @(posedge clk or posedge rst) begin
        if (rst == 1'b1) begin
            acc <= 8'd0;
        end
        else begin
            acc <= acc_n;
        end
    end
    always @(*) begin
        if (acc_vaild == 1'b1) begin
            acc_n = acc_w;
        end
        else begin
            acc_n = acc;
        end
    end
    eight_bit_full_adder_module eight_bit_full_adder(.a(acc), .b(acc_in), .cin(1'b0), .sum(acc_w), .cout());
    assign acc_out = acc;
endmodule
module eight_bit_full_adder_module (a, b, cin, sum, cout);
	input [7:0] a, b;
	input cin;
	output [7:0] sum;
	output cout;
	wire cout_1, cout_2, cout_3, cout_4, cout_5, cout_6, cout_7;
	full_adder_gatelevel_module INST_full_adder_gatelevel_module_1(.a(a[0]), .b(b[0]), .cin(1'b0), .sum(sum[0]), .cout(cout_1));
	full_adder_gatelevel_module INST_full_adder_gatelevel_module_2(.a(a[1]), .b(b[1]), .cin(cout_1), .sum(sum[1]), .cout(cout_2));
	full_adder_gatelevel_module INST_full_adder_gatelevel_module_3(.a(a[2]), .b(b[2]), .cin(cout_2), .sum(sum[2]), .cout(cout_3));
	full_adder_gatelevel_module INST_full_adder_gatelevel_module_4(.a(a[3]), .b(b[3]), .cin(cout_3), .sum(sum[3]), .cout(cout_4));
    full_adder_gatelevel_module INST_full_adder_gatelevel_module_5(.a(a[4]), .b(b[4]), .cin(cout_4), .sum(sum[4]), .cout(cout_5));
    full_adder_gatelevel_module INST_full_adder_gatelevel_module_6(.a(a[5]), .b(b[5]), .cin(cout_5), .sum(sum[5]), .cout(cout_6));
    full_adder_gatelevel_module INST_full_adder_gatelevel_module_7(.a(a[6]), .b(b[6]), .cin(cout_6), .sum(sum[6]), .cout(cout_7));
    full_adder_gatelevel_module INST_full_adder_gatelevel_module_8(.a(a[7]), .b(b[7]), .cin(cout_7), .sum(sum[7]), .cout(cout));
endmodule
module and_gate (a, b, out); 
	input a, b;
	output out;
	assign out = a && b;
endmodule
module full_adder_gatelevel_module (a, b, cin, sum, cout);
	input a, b, cin;
	output sum, cout;
	wire xor_out_1;
	wire xnor_out_1, xnor_out_2;
	wire not_out_1;
	wire and_out_1, and_out_2, and_out_3;
	wire or_out_1;
	xnor_gatelevel_gate INST_xnor_gatelevel_gate_1(.a ( b ), .b ( cin ), .out ( xnor_out_1 ));
	not_gate INST_not_gate_1(.a(xnor_out_1), .out(xor_out_1));
	xnor_gatelevel_gate INST_xnor_gatelevel_gate_2(.a ( a ), .b ( xor_out_1 ), .out ( xnor_out_2 ));
	not_gate INST_not_gate_2(.a(xnor_out_2), .out(sum));
	and_gate INST_and_gate_1 (.a(a), .b(b), .out(and_out_1));
	and_gate INST_and_gate_2 (.a(b), .b(cin), .out(and_out_2));
	and_gate INST_and_gate_3 (.a(cin), .b(a), .out(and_out_3));
	or_gate INST_or_gate_1 (.a(and_out_1), .b(and_out_2), .out(or_out_1));
	or_gate INST_or_gate_2 (.a(or_out_1), .b(and_out_3), .out(cout));
endmodule
module not_gate (a, out); 
	input a;
	output out;
	assign out = !a;
endmodule
module or_gate (a, b, out); 
	input a, b;
	output out;
	assign out = a || b;	
endmodule
module xnor_gatelevel_gate (a, b, out); 
	input a, b;
	output out;
	wire not_a_out, not_b_out;
	wire and_1_out, and_2_out;
	and_gate INST_and_gate_1 (.a(a), .b(b), .out(and_1_out));
	and_gate INST_and_gate_2 (.a(not_a_out), .b(not_b_out), .out(and_2_out));
	not_gate INST_not_gate_1 (.a(a), .out(not_a_out));
	not_gate INST_not_gate_2 (.a(b), .out(not_b_out));
	or_gate INST_or_gate (.a(and_1_out), .b(and_2_out), .out(out));
endmodule

===== config.mk =====
export PLATFORM = sky130hd
export DESIGN_NAME = accumulator_systolic
export DESIGN_NICKNAME = accumulator_systolic
export VERILOG_FILES = /design/flow/design.v
export SDC_FILE = /design/flow/constraint.sdc
export NUM_CORES = 4
export LEC_CHECK = 1
export CORE_AREA = 10 10 71 71
export DIE_AREA = 0 0 81 81

===== constraint.sdc =====
current_design accumulator_systolic

set clk_period 3.4
set clk_io_pct 0.2

create_clock -name clk0 -period $clk_period [get_ports {clk}]

set non_clock_inputs [all_inputs -no_clocks]
set_input_delay [expr $clk_period * $clk_io_pct] -clock clk0 $non_clock_inputs
set_output_delay [expr $clk_period * $clk_io_pct] -clock clk0 [all_outputs]

===== run.sh =====
#!/bin/bash
# OpenROAD 26Q1-2900-gdf79404cd8, Yosys 0.63+post, stock flow scripts
make -C /OpenROAD-flow-scripts/flow DESIGN_CONFIG=/design/flow/config.mk WORK_HOME=/design/flow/orfs finish

==> run_results.csv <==
group,metric,value,unit
worst_hold_path,hold_class,"register to register",
critical_path,cpMaxStageDelayCell,"fa_2",
cts,htree_levels,1,
global_routing,grt_pass1_vias,350,
critical_path,max_stage_delay,0.39,ns
routing,drt-initial-drc-count,7,
worst_hold_path,holdPathStages,1,
synth,yosysTopAreaCell,"dfrtp_1",
final_layout,nFillCells,401,
final_timing,maxSlewHeadroom,66.4,%
synth,async_flop_share,100,%
synth,synthFlopType,"dfrtp_1",
global_routing,grt_max_degree,10,
placed_design,portBuffers,18,
final_layout,drive_above_1_share,37.3,%
routing,drt_wl_total,997,um
global_routing,grt_pass1_wl,1.70,mm
synth,avgSynthCellArea,13.8,sq um
job,warnings,26,
routing,n_antenna_cell,0,
critical_path,crit_arrival,3.35,ns
final_timing,max_clock_freq,308,MHz
final_layout,areaGrowthSynthToFinish,45.5,%
critical_path,critPathMostFrequentCell,"fa_2",
cts,clockRootBuffer,"clkbuf_8",
synth,synthCells,39,
die,fp-utilization,14.8,%
synth,netlist_top_cells_count,"buf_4 (8), dfrtp_1 (8), fa_1 (6), mux2_4 (6), inv_1 (4)",
routing,via_per_inst,2.97,
power_and_ir_drop,comb_power_share,50.9,%
cts,cts_buffers,3,
die,core,0.00363,sq mm
power_and_ir_drop,seqPwrFrac,31.9,%
status,status,"finished clean",
die,num_rows,22,
die,dieArea,0.00656,sq mm
synth,synth.ff_latch_count,8,
cts,cts_tree,"done",
synth,ys_types,11,
placed_design,place_congestion,0.739,
power_and_ir_drop,switching_share,27.3,%
power_and_ir_drop,p_int,0.000454,W
final_timing,finalHoldViolations,0,
synth,synth_warnings,1,
global_routing,antenna_found_initial,0,
cts,cts_buffer_depth,2,
synth,topCellsByArea,"dfrtp_1 (37%), fa_1 (22%), mux2_4 (17%), buf_4 (11%), xnor2_1 (3.2%)",
die,pin_count,19,
final_layout,final-seq-area,200,sq um
critical_path,reg2regPathDepth,11,
final_layout,largest-register,"acc",
final_timing,drv_slew,0,
final_layout,largest_reg_flops,8,
cts,clk_pin_slew,0.04,ns
power_and_ir_drop,leakage,0.322,nW
synth,edf_count,0,
synth,yosysChipArea,539,sq um
final_timing,fin_worst_skew,0.00138,ns
final_timing,tns,0,ns
critical_path,endpoint_kind,"register",
final_timing,fin_crit_sh,95.5,%
final_timing,hold_ws,0.459,ns
die,dieHeight,81,um
power_and_ir_drop,vdd_drop_max,271,uV
synth,ys_cells,39,
cts,cts_hold_buffers,0,
routing,num_vias,294,
power_and_ir_drop,clkPwrFrac,17.3,%
critical_path,path_cells,"buf_6, ha_4, fa_2, fa_2, fa_2, fa_2, fa_2, inv_2, fa_2, xnor2_2, nand2_1, xnor2_1",
final_timing,rsz0062_at_grt,"no",
critical_path,required,3.50,ns
synth,synth_area,539,sq um
die,die_x,81,um
routing,drt-pass1-iter-count,2,
cts,cts_setup_buffers,0,
power_and_ir_drop,power_density,796,mW/mm^2
cts,cts.sinks,8,
cts,clock_latency,0.22,ns
critical_path,startpoint_type,"input pin",
routing,drcViolationCount,0,
power_and_ir_drop,switching_power,0.000171,W
final_timing,worstMarginPinSlew,0.503,ns
final_timing,fin_crit,3.25,ns
routing,wl_per_cell,10.1,um
critical_path,path_max_fanout,1,
final_layout,logic_area,288,sq um
synth,ys_seq_share,37.1,%
critical_path,crit_type,"input pin to register",
global_routing,overflow,0,
routing,drtAntennaViolNets,0,
final_layout,largestRegisters,"acc (8)",
synth,top_area_share,37.1,%
final_timing,finalSetupViolCount,0,
global_routing,grt_use_total,3.46,%
job,drv_cap,0,
-- power by group through the flow --
stage	combinational, W	clock [W]	sequential (W)
after CTS	0.000336	0.000110	0.000201
after global routing	0.000372	0.000119	0.000210
final	0.000318	0.000108	0.000199
-- layout make-up --
cell class	count	area share, %
sequential	8	25.5
clock buffer	3	5.26
tap	48	7.66
inverter	4	1.91
multi-input combinational	18	36.7
timing repair buffer	18	23.0
-- metrics by stage --
step	area, sq um	setup WS (ns)	util [%]	cells	total power (W)
4_1_cts	785	-0.0507	21.6	99	0.000647
2_1_floorplan	542	0.0375	-	39	0.000414
3_5_place_dp	711	-0.521	19.6	96	0.000498
5_1_grt	785	0.0449	21.6	99	0.000701
6_report	785	0.151	21.6	99	0.000625
3_3_place_gp	711	-0.489	19.6	96	0.000487
-- routing by layer --
layer	vias up	global-route usage (%)	share of wire [%]
met5	-	0	0
li1	136	-	-
met2	13	5.18	45
met3	0	2.67	15
met1	145	4.08	40
met4	0	0.173	0
-- layout by cell type (no fill, tap or decap), drive strengths merged --
cell           count
nand2              1
clkdlybuf4s50     16
xnor2              2
mux2               6
a21oi              1
fa                 6
buf                1
nor2               1
dfrtp              8
ha                 1
dlygate4sd2        1
clkbuf             3
inv                4
-- what timing repair did --
| action | in CTS | in global routing |
|---|---|---|
| pin swaps | 10 | 3 |
| endpoints found under the hold margin | 0 | 0 |
| endpoints found under the setup margin | 3 | 2 |
| gates resized | 14 | 0 |
-- cells by family after synthesis --
family	after synthesis	share of synthesized area (%)
AND-OR/OR-AND	1	0.927
XOR/XNOR	2	3.25
adder cells (fa/ha/maj)	7	24.6
buffers and inverters	13	16.0
flip-flops	8	37.1
multiplexers	6	16.7
AND/OR/NAND/NOR	2	1.39
-- worst max-delay path: cells and delay by family --
kind | cells | cell delay, ns
and+or+nand+nor | 1 | 0.08
adders and majority gates | 7 | 2.17
buffers and inverters | 2 | 0.17
xor gates and xnor gates | 2 | 0.26
-- path summary, 6_finish.rpt --
check	start	endpoint	slack [ns]
min reg2reg	acc[7]$_DFFE_PP0P_	acc[7]$_DFFE_PP0P_	0.46
max reg2reg	acc[0]$_DFFE_PP0P_	acc[7]$_DFFE_PP0P_	0.26
max in group asynchronous	rst	acc[4]$_DFFE_PP0P_	2.46
min in group asynchronous	rst	acc[2]$_DFFE_PP0P_	0.71
max	acc_in[0]	acc[7]$_DFFE_PP0P_	0.15
min	acc[7]$_DFFE_PP0P_	acc[7]$_DFFE_PP0P_	0.46
No activity file was given, so power comes from the tool's default toggle rates.
